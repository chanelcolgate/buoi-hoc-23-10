### flow/config.mk
export PLATFORM = sky130hd
export DESIGN_NAME = sync_fifo
export DESIGN_NICKNAME = sync_fifo
export VERILOG_FILES = /design/flow/design.v
export SDC_FILE = /design/flow/constraint.sdc
export NUM_CORES = 4
export LEC_CHECK = 1
export CORE_UTILIZATION = 40
### flow/constraint.sdc
current_design sync_fifo

set clk_period 5.1
set clk_io_pct 0.2

create_clock -name clk0 -period $clk_period [get_ports {clk}]

set non_clock_inputs [all_inputs -no_clocks]
set_input_delay [expr $clk_period * $clk_io_pct] -clock clk0 $non_clock_inputs
set_output_delay [expr $clk_period * $clk_io_pct] -clock clk0 [all_outputs]
### flow/design.v
module sync_fifo (
					clk,	 
					reset,
					wr_en,		 
					rd_en,		 
					input_data,
					empty,
					full,
					output_data
);
parameter DEPTH = 16;			 
parameter WIDTH = 8;			 
parameter POINTER_WIDTH = 4;	 
input clk;
input reset;
input wr_en;
input rd_en;
input [WIDTH-1:0] input_data;
output empty;
output full;
output [WIDTH-1:0] output_data;
reg [POINTER_WIDTH:0] wr_ptr;	 
reg [POINTER_WIDTH:0] rd_ptr;	 
reg empty;
reg full;
reg [WIDTH-1:0] output_data;
reg [WIDTH-1:0] static_mem [DEPTH-1:0];  
wire [POINTER_WIDTH-1:0] wr_ptr_int;
wire [POINTER_WIDTH-1:0] rd_ptr_int;
wire [POINTER_WIDTH:0] wr_rd;
wire put_e;
wire get_e;
assign wr_rd = wr_ptr - rd_ptr;
assign put_e = (wr_en && full == 1'b0);
assign get_e = (rd_en && empty == 1'b0);
assign wr_ptr_int = wr_ptr[POINTER_WIDTH-1:0];
assign rd_ptr_int = rd_ptr[POINTER_WIDTH-1:0];
always @ (posedge clk)
	begin
		if (reset)
			begin
				wr_ptr <= 3'b000;
				rd_ptr <= 3'b000;
			end 
		else
			begin
				if (put_e)
					begin
						static_mem [wr_ptr_int] <= input_data;
						wr_ptr <= wr_ptr + 3'b001;
					end
				if (get_e)
					begin
						rd_ptr <= rd_ptr + 3'b001;
					end
			end
	end
always @ (rd_ptr_int)
	begin
		output_data <= static_mem [rd_ptr_int - 3'b001];
	end
always @ (posedge clk) 
	begin
		if (reset)
			begin
				full <= 1'b0;
				empty <= 1'b0;				
			end
		else
			begin
				full <= (wr_rd == 4'b1000);
				empty <= (wr_rd == 4'b0000);
			end
	end
endmodule
### flow/run.sh
#!/bin/bash
# OpenROAD 26Q1-2900-gdf79404cd8, Yosys 0.63+post, stock flow scripts
make -C /OpenROAD-flow-scripts/flow DESIGN_CONFIG=/design/flow/config.mk WORK_HOME=/design/flow/orfs finish
==> flow_metrics.tcl <==
# metrics dict for downstream scripts
set metrics [dict create \
    run_status "finished, final reports clean" \
    min_period_over_period 0.821 \
    nFillCells 1148 \
    fin_util 0.484 \
    coreArea_um2 13900 \
    h-tree-depth 4 \
    postCtsSetupBuffers 0 \
    r2r_end "static_mem[10][2]" \
    io_buffer_count 21 \
    finalClockSkew_ns 0.00600 \
    dp_slack_ns 1.34 \
    clock.fmax_mhz 239 \
    cts_resized 0 \
    grt_pass1_wl_um 18600 \
    cts_tree "built" \
    tightestPinTransition_ns 0.936 \
    grt_pass1_vias 3303 \
    cts_buffers 17 \
    maxSlewViolCount 0 \
    clock_sinks 140 \
    setup_slack_ns 0.911 \
    min_from "wr_ptr[4]" \
    hold_end "wr_ptr[4]" \
    cts_root_buf "clkbuf_16" \
    hold_path.class "flip-flop to flip-flop" \
    synth-seq-cells 140 \
    fin_cells 598 \
    async_reset_ff_frac 0 \
    setup_tns_ns 0 \
    comb_power_share 0.191 \
    initCoreUtil 0.412 \
    slew-limit-headroom 0.374 \
    rsz0062_at_grt "no" \
    syn_avg_cell_area_um2 15.4 \
    drive_gt1_frac 0.132 \
    startpoint_type "flip-flop" \
    routabilityCongestion 0.791 \
    syn_inst 372 \
    end_kind "primary output" \
    placed_cells 566 \
    power.density_nw_per_um2 453 \
    grt_overflow 0 \
    critPathMaxFanout 18 \
    synth_seq_share 0.712 \
    grt_max_degree 25 \
    cts_buffer_depth 2 \
    reg2regPathDepth 4 \
    critPathRequiredTime_ns 4.08 \
    rows 43 \
    die_h_um 122 \
    ys_area_um2 5740 \
    dr.pass1.iters 4 \
    yosys_most_used_dff "edfxtp_1" \
    ys_warn_count 1 \
    critPathKind "flip-flop to primary output" \
    seq_power_share 0.417 \
    switching_share 0.248 \
    clk_latency_ns 0.41 \
    p_clk_frac 0.392 \
    switchingPower_w 0.000757 \
    max-cap-violations 0 \
    synth_cell_types 33 \
    hold_slack_ns 0.512 \
    diodes 0 \
    track_usage 0.185 \
    die_w_um 122 \
    ctsHoldBuffers 0 \
    rr_startpoint "full" \
    path_clk_slew_ns 0.05 \
    p_int_w 0.00230 \
    finalSetupViolCount 0 \
    ant_nets 0 \
    vias 3175 \
    ys_cells 372 \
    wl_per_cell_um 19.7 \
    r2r_slack_ns 2.85 \
    warnings 29 \
    dieArea_um2 14800 \
    vdd_drop_max_mv 0.237 \
    holdPathStages 2 \
    drt-total-wl_um 11800 \
    power_leakage_nw 2.31 \
    edf_count 128 \
    routed_via_density 5.31 \
    dp_hpwl_um 7590 \
    drt_iter0_drc 251 \
    layout_min_cycle_time_ns 4.19 \
    finalHoldViolCount 0 \
    area_leaders "edfxtp_1 67%, mux4_2 6.3%, dfxtp_1 4.2%" \
    synth.largest_area_cell "edfxtp_1" \
    grt_antenna_before_repair 0 \
    top_level_ports 22 \
    remaining_drc_errors 0 \
    syn-cell-area_um2 5740 \
    arrival_ns 3.17 \
    area_growth_pct 17.5 \
    top_area_frac 0.670 \
]
-- power groups by stage --
stage | sequential [W] | clock [W] | combinational (W)
6_report | 0.00127 | 0.00120 | 0.000583
5_1_grt | 0.00128 | 0.00127 | 0.000646
4_1_cts | 0.00127 | 0.00123 | 0.000594
-- synthesized netlist by cell type, types with 2 or more instances --
cell type,count
buf_4,3
nand4_1,4
xor2_1,4
inv_1,7
nand2_1,64
o21ai_0,2
mux4_2,16
edfxtp_1,128
xnor2_1,8
a32o_1,8
nand2b_1,3
buf_2,5
mux2i_1,16
buf_1,3
a21oi_1,3
nor3_1,4
clkbuf_1,5
nor2_1,27
nor2b_1,5
ha_1,10
dfxtp_1,12
nand3_1,17
a221oi_1,8
-- state kept, by name, indices dropped and copies added, names as in the netlist --
register and cells:
rd_ptr 5, static_mem 128, full 1, wr_ptr 5, empty 1
-- through the flow --
step,total power (W),area [um^2]
after floorplan,0.00166,5740
after global placement,0.00188,6160
after detailed placement,0.00189,6160
after CTS,0.00310,6750
after global routing,0.00319,6750
final,0.00306,6750
-- critical path: stages (launching register included) --
cell and delay [ns]:
dfxtp_1 0.39, inv_1 0.10, ha_1 0.28, xor2_4 0.62, mux2i_1 0.16, a221oi_1 0.46
a32o_1 0.26, clkdlybuf4s50_1 0.46
-- cell families (layout without fill, tap and decap cells) --
group                    count (synthesis)  after routing  synth area share
adder cells (fa/ha/maj)                 10             10            0.0218
flip-flops                             140            140             0.712
buffers and inverters                   24             70            0.0207
AND/OR/NAND/NOR                        128            128            0.0964
AND-OR/OR-AND                           25             25            0.0358
multiplexers                            32             32            0.0907
XOR/XNOR                                13             13            0.0231
-- how the worst max path moves through the flow --
stage | slack, ns | from | to
CTS | 0.89 | rd_ptr[1] | output_data[5]
global route | 0.74 | rd_ptr[1] | output_data[1]
finish | 0.91 | rd_ptr[1] | output_data[5]
-- area by class of cell --
cell class	count	area [um^2]	area share
well taps	180	225	0.0334
multi-input cells	208	1540	0.229
clock buffers	18	429	0.0636
flip-flops and latches	140	4080	0.605
repair buffers	31	285	0.0423
clock inverters	14	153	0.0226
inverters	7	26.3	0.00389
-- placed cells by master, fill, tap and decap left out, types with 4 or more instances in the layout --
master           synthesis  routed
buf_4                    3      10
clkinv_1                 0       5
nor2_1                  27      27
clkbuf_16                0      17
nand4_1                  4       4
ha_1                    10      10
a221oi_1                 8       8
xor2_1                   4       4
inv_1                    7       7
nor3_1                   4       4
a32o_1                   8       8
nor2b_1                  5       5
nand3_1                 17      17
xnor2_1                  8       7
dfxtp_1                 12      12
nand2_1                 64      64
mux4_2                  16      16
clkdlybuf4s50_1          0      21
edfxtp_1               128     128
mux2i_1                 16      16
-- layer usage --
layer / share of wire / global-route usage / vias up
met4: 0.017 / 0.0285 / 0
met2: 0.47 / 0.284 / 112
li1: - / - / 1483
met3: 0.091 / 0.0787 / 17
met1: 0.42 / 0.272 / 1563
met5: 0 / 0 / -
Power and IR drop assume default switching activity.
